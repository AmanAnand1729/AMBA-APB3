[flow/run.sh]
#!/bin/bash
# OpenROAD 26Q1-2900-gdf79404cd8, Yosys 0.63+post, stock flow scripts
make -C /OpenROAD-flow-scripts/flow DESIGN_CONFIG=/design/flow/config.mk WORK_HOME=/design/flow/orfs finish
[flow/config.mk]
export PLATFORM = sky130hd
export DESIGN_NAME = apb_top
export DESIGN_NICKNAME = apb_top
export VERILOG_FILES = /design/flow/design.v
export SDC_FILE = /design/flow/constraint.sdc
export NUM_CORES = 4
export LEC_CHECK = 1
export CORE_UTILIZATION = 40
[flow/constraint.sdc]
current_design apb_top

set clk_period 6.4
set clk_io_pct 0.2

create_clock -name clk0 -period $clk_period [get_ports {pclk}]

set non_clock_inputs [all_inputs -no_clocks]
set_input_delay [expr $clk_period * $clk_io_pct] -clock clk0 $non_clock_inputs
set_output_delay [expr $clk_period * $clk_io_pct] -clock clk0 [all_outputs]
[flow/design.v]
`timescale 1ns / 1ps
module apb_master(
    input pclk, presetn, pready, pslverr, 
    input [31:0] prdata,wdata,addr,
    input start,write,
    input [3:0] strb,
    input [2:0] prot,
    output reg psel,penable,pwrite,
    output reg [31:0] paddr,pwdata,
    output reg [3:0] pstrb,
    output reg [2:0] pprot,
    output reg done,error,
    output reg [31:0] rdata
    );
    parameter idle=2'b00,
              setup=2'b01,
              access=2'b10;
    reg [1:0] state, next;  
    always @(posedge pclk, negedge presetn) 
    begin
        if(!presetn) state<=idle;
        else state<=next;
    end 
    always @(*) begin
        case(state)
        idle: next = start?setup:idle;
        setup: next = access;
        access: next=pready?idle:access;
        default: next=idle;
    endcase    
    end 
    always @(posedge pclk,negedge presetn)
    begin
        if(!presetn) begin
        psel<=0;
        penable<=0;
        done<=0;
        error<=0;
        paddr <= 0;
        pwrite <= 0;
        pwdata <= 0;
        pstrb <= 0;
        pprot <= 0;
        rdata <= 0;
        end else begin
        case(state)
        idle: begin
            done<=0;
            error<=0;
            psel<=0;
            penable<=0;
        end
        setup: begin
            psel<=1;
            penable<=0;
            paddr<=addr;
            pwrite<=write;
            pwdata<=wdata;
            pstrb<=strb;
            pprot<=prot;
        end
        access: begin
            penable<=1;
            if(pready) begin
                done<=1;
                error<=pslverr;
                if(!write) rdata<=prdata;
            end
        end
    endcase
    end
    end      
endmodule
`timescale 1ns / 1ps
module apb_slave #(
    parameter base_addr = 32'h0000_0000
)(
    input         pclk,
    input         presetn,
    input         psel,
    input         penable,
    input         pwrite,
    input  [31:0] paddr,
    input  [31:0] pwdata,
    input  [3:0]  pstrb,
    input  [2:0]  pprot,
    output reg [31:0] prdata,
    output reg        pready,
    output reg        pslverr
);
    reg [31:0] regfile [0:3];
    wire [1:0] reg_sel    = paddr[3:2];
    wire       addr_valid = (paddr[31:4] == base_addr[31:4]);
    always @(posedge pclk or negedge presetn) begin
        if (!presetn) begin
            pready <= 0;
        end else begin
            pready <= (psel && penable);  
        end
    end
    always @(posedge pclk or negedge presetn) begin
        if (!presetn) begin
            pslverr <= 0;
        end else if (psel && penable) begin
            pslverr <= ~addr_valid;
        end else begin
            pslverr <= 0;
        end
    end
    always @(posedge pclk or negedge presetn) begin
        if (!presetn) begin
            regfile[0] <= 0;
            regfile[1] <= 0;
            regfile[2] <= 0;
            regfile[3] <= 0;
        end else if (psel && penable && pwrite && addr_valid) begin
            if (pstrb[0]) regfile[reg_sel][7:0]   <= pwdata[7:0];
            if (pstrb[1]) regfile[reg_sel][15:8]  <= pwdata[15:8];
            if (pstrb[2]) regfile[reg_sel][23:16] <= pwdata[23:16];
            if (pstrb[3]) regfile[reg_sel][31:24] <= pwdata[31:24];
        end
    end
    always @(posedge pclk or negedge presetn) begin
        if (!presetn) begin
            prdata <= 0;
        end else if (psel && penable && !pwrite && addr_valid) begin
            prdata <= regfile[reg_sel];
        end
    end
endmodule
`timescale 1ns / 1ps
module apb_top(
    input        pclk,
    input        presetn,
    input        start,
    input        write,
    input [31:0] addr,
    input [31:0] wdata,
    input [3:0]  strb,
    input [2:0]  prot,
    output [31:0] rdata,
    output        done,
    output        error
);
    wire        psel;
    wire        penable;
    wire        pwrite;
    wire [31:0] paddr;
    wire [31:0] pwdata;
    wire [3:0]  pstrb;
    wire [2:0]  pprot;
    wire [31:0] prdata_int;
    wire        pready_int;
    wire        pslverr_int;
    wire psel0 = psel && (paddr[31:12] == 20'h00000);   
    wire psel1 = psel && (paddr[31:12] == 20'h0001);   
    wire [31:0] prdata0;
    wire        pready0;
    wire        pslverr0;
    wire [31:0] prdata1;
    wire        pready1;
    wire        pslverr1;
    assign prdata_int = psel0 ? prdata0
                      : psel1 ? prdata1
                      : 32'h0000_0000;
    assign pready_int = psel0 ? pready0
                      : psel1 ? pready1
                      : 1'b0;
    assign pslverr_int= psel0 ? pslverr0
                      : psel1 ? pslverr1
                      : 1'b1;
    apb_master master (
        .pclk    (pclk),
        .presetn (presetn),
        .start   (start),
        .write   (write),
        .addr    (addr),
        .wdata   (wdata),
        .strb    (strb),
        .prot    (prot),
        .psel    (psel),
        .penable (penable),
        .pwrite  (pwrite),
        .paddr   (paddr),
        .pwdata  (pwdata),
        .pstrb   (pstrb),
        .pprot   (pprot),
        .done    (done),
        .error   (error),
        .rdata   (rdata),
        .prdata  (prdata_int),
        .pready  (pready_int),
        .pslverr (pslverr_int)
    );
    apb_slave #(.base_addr(32'h0000_0000)) slave0 (
        .pclk    (pclk),
        .presetn (presetn),
        .psel    (psel0),
        .penable (penable),
        .pwrite  (pwrite),
        .paddr   (paddr),
        .pwdata  (pwdata),
        .pstrb   (pstrb),
        .pprot   (pprot),
        .prdata  (prdata0),
        .pready  (pready0),
        .pslverr (pslverr0)
    );
    apb_slave #(.base_addr(32'h0000_1000)) slave1 (
        .pclk    (pclk),
        .presetn (presetn),
        .psel    (psel1),
        .penable (penable),
        .pwrite  (pwrite),
        .paddr   (paddr),
        .pwdata  (pwdata),
        .pstrb   (pstrb),
        .pprot   (pprot),
        .prdata  (prdata1),
        .pready  (pready1),
        .pslverr (pslverr1)
    );
endmodule
==> qor.json <==
{
  "p_leak_uw": 0.0105,
  "cts_root_buf": "sky130_fd_sc_hd__clkbuf_16",
  "n_fill_cell": 3798,
  "status": "complete, no violations",
  "grt_pass1_vias": 10600,
  "netlist.area_leader.share": 0.579,
  "floorplan.io_pins": 109,
  "critical_path_capture_point_type": "flip-flop",
  "synth_sequential_area_ratio": 0.580,
  "cts-buffers-inserted": 49,
  "ant_nets": 0,
  "rsz0062_at_grt": "false",
  "number_of_distinct_library_cells_after_synthesis": 37,
  "finalWorstSetupSlack_ns": 3.34,
  "dr_total_vias": 9691,
  "number_of_i_o_port_buffers": 103,
  "clock_skew_ns": 0.0283,
  "required_ns": 6.86,
  "post_synth.cell_area_avg_sq_um": 17.1,
  "finished_layout_cell_area_sq_um": 21900,
  "finalWirelength_um": 37400,
  "flow.area_growth_from_synthesis_pct": 18.0,
  "path_category_of_the_worst_min_delay_check": "flip-flop to flip-flop",
  "die.size.x_um": 217,
  "number_of_antenna_diodes": 0,
  "core_area_sq_um": 45600,
  "min_period_over_period": 0.479,
  "global_route.overflow_total": 0,
  "clock_latency_ns": 0.58,
  "grt_max_degree": 132,
  "final_layout_size_suffix_gt1_frac": 0.520,
  "utilization": 0.480,
  "tritoncts": "yes",
  "dp_slack_ns": 3.25,
  "hpwlAfterDp_um": 23300,
  "critPathKind": "flip-flop to flip-flop",
  "finalCriticalPeriod_ns": 3.06,
  "tool_warnings": 32,
  "timing.setup.tns_ns": 0,
  "maxSlewViolCount": 0,
  "detail_route.first_pass.iterations": 5,
  "drcViolationCount": 0,
  "cts_max_path_buffers": 3,
  "post_synth_main_area_contributors": "sky130_fd_sc_hd__dfrtp_1, sky130_fd_sc_hd__mux2_2, sky130_fd_sc_hd__mux4_2, sky130_fd_sc_hd__nor3_4, sky130_fd_sc_hd__mux2_4",
  "grt_pass1_wl_um": 61400,
  "final-comb-area_sq_um": 7610,
  "die-height_um": 217,
  "vias_per_cell": 5.24,
  "final-instance-count-excl-fill": 1849,
  "power_density_nw_per_um2": 266,
  "syn-instance-count": 1082,
  "cts_hold_buffers": 0,
  "fmax_mhz": 326,
  "yosysWarnings": 5,
  "arrival_ns": 3.53,
  "wl_per_cell_um": 20.2,
  "clkTransAtPathRegs_ns": 0.06,
  "final_wtd_congestion": 0.754,
  "synth_chip_area_sq_um": 18500,
  "globalRouteTotalUtil": 0.177,
  "drt_iter0_drcs": 448,
  "cts.sinks": 430,
  "slew_at_the_pin_with_the_worst_max_slew_slack_ns": 0.856,
  "yosys.area.top_type": "sky130_fd_sc_hd__dfrtp_1",
  "grt_antenna_before_repair": 1,
  "finalHoldViolCount": 0,
  "regArea_sq_um": 10800,
  "numSynthFlops": 430,
  "most-common-layout-cells": "sky130_fd_sc_hd__mux2_2, sky130_fd_sc_hd__dfrtp_1, sky130_fd_sc_hd__clkdlybuf4s50_1",
  "placed_cells": 1760,
  "floorplan.rows": 78,
  "die_area_sq_um": 47200,
  "cp-start-kind": "flip-flop",
  "setup_viol": 0,
  "critical_path.max_fanout": 30,
  "final_layout_top_logic_cell": "sky130_fd_sc_hd__mux2_2",
  "yosysCellCount": 1082,
  "dpl_cell_area_sq_um": 20300,
  "resize_count_post_cts": 0,
  "syn-cell-area_sq_um": 18500,
  "h-tree-depth": 2,
  "initCoreUtil": 0.407,
  "max-vdd-ir-drop_uv": 203,
  "timing.max_cap.violations": 0,
  "cts.repair_timing.setup_buffer_count": 0,
  "timing.max_slew.rel_slack": 0.425
}
-- per-layer routing --
layer,GRT usage,part of all wire,up-vias
met5,0,0.00027,-
met4,0.0289,0.020,2
met3,0.0434,0.054,57
met2,0.263,0.47,181
met1,0.283,0.46,5096
li1,-,-,4355
-- final timing paths --
| kind | start | end | slack [ns] | cells past startpoint |
|---|---|---|---|---|
| setup / recovery | master.paddr[2] | slave0.regfile[2][26] | 3.34 | 5 |
| hold / removal | slave0.regfile[3][0] | slave0.regfile[3][0] | 0.48 | 1 |
| max in group asynchronous | presetn | master.pwdata[17] | 4.08 | 3 |
| min in group asynchronous | presetn | slave1.prdata[30] | 0.61 | 1 |
| setup reg to reg | master.paddr[2] | slave0.regfile[2][26] | 3.34 | 5 |
| hold reg to reg | slave0.regfile[3][0] | slave0.regfile[3][0] | 0.48 | 1 |
-- per-stage QoR --
step	power, uW	hold WS (ns)
2_1_floorplan	3050	0.433
3_3_place_gp	3220	0.466
3_5_place_dp	3220	0.473
4_1_cts	5940	0.486
5_1_grt	6070	0.508
6_report	5830	0.479
-- cell families (layout without fill, tap and decap cells) --
kind of cell    count (synthesis)  count (layout)  share of synthesized area
buf+inv                        46             213                     0.0111
flops                         430             430                      0.580
mux                           517             517                      0.354
simple gates                   81              81                     0.0513
compound gates                  8               8                    0.00317
-- cells in the mapped netlist, drive strengths merged --
cell    instances
nor4b           4
mux2          452
and4b           2
o21ai           2
nand2b          6
and2            2
nor3           32
nand4           7
a21o            2
nor4           10
and4            2
dfstp           1
o21bai          2
mux2i           1
and3            2
buf            21
nor4bb          1
dfrtp         429
nand3           1
nand2           7
inv             1
mux4           64
clkbuf         24
a32o            1
nor3b           1
a22o            1
nor2            4
-- layout make-up --
type,instances,share of cell area
clock buffer,81,0.0689
sequential,430,0.492
tap,600,0.0343
clock inverter,8,0.00234
timing repair buffer,123,0.0548
inverter,1,0.000171
multi-input combinational,606,0.348
-- flip-flops by register name, summed over array words and instances (netlist names), 3 cells and up --
| signal | flops |
|---|---|
| slave0.regfile | 128 |
| master.rdata | 32 |
| slave1.regfile | 128 |
| slave0.prdata | 32 |
| master.state | 3 |
| master.pwdata | 32 |
| master.paddr | 30 |
| master.pstrb | 4 |
| slave1.prdata | 32 |
-- power by group --
part           switching [uW]  internal [uW]  total, uW  leakage [uW]
registers                97.4           2770       2870       0.00588
logic                     159            136        296       0.00385
clock network            1070           1600       2670      0.000771
total                    1330           4500       5830        0.0105
-- critical path: stages (launching register included) --
cell,delay (ns)
sky130_fd_sc_hd__dfrtp_4,0.59
sky130_fd_sc_hd__buf_4,0.34
sky130_fd_sc_hd__nor4bb_1,0.52
sky130_fd_sc_hd__nand4_4,0.38
sky130_fd_sc_hd__nor3_4,0.75
sky130_fd_sc_hd__mux2_4,0.35
No activity file was given, so power comes from the tool's default toggle rates.
